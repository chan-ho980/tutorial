==> /design/flow/design.v <==
module mux #(
    parameter msb = 9
) (
    input [msb : 0] a,b,
    input sel,
    output [msb : 0] out1
);
    assign out1 = (sel) ? a : b;
endmodule
==> /design/flow/run.sh <==
#!/bin/bash
# OpenROAD 26Q1-2900-gdf79404cd8, Yosys 0.63+post, stock flow scripts
make -C /OpenROAD-flow-scripts/flow DESIGN_CONFIG=/design/flow/config.mk WORK_HOME=/design/flow/orfs finish
==> /design/flow/config.mk <==
export PLATFORM = sky130hd
export DESIGN_NAME = mux
export DESIGN_NICKNAME = mux
export VERILOG_FILES = /design/flow/design.v
export SDC_FILE = /design/flow/constraint.sdc
export NUM_CORES = 4
export LEC_CHECK = 1
export CORE_AREA = 10 10 70 70
export DIE_AREA = 0 0 80 80
==> /design/flow/constraint.sdc <==
current_design mux

set clk_period 1.0
set clk_io_pct 0.2

create_clock -name clk0 -period $clk_period

set non_clock_inputs [all_inputs -no_clocks]
set_input_delay [expr $clk_period * $clk_io_pct] -clock clk0 $non_clock_inputs
set_output_delay [expr $clk_period * $clk_io_pct] -clock clk0 [all_outputs]
==> impl_metrics.json <==
{
  "flops": 0,
  "grt_pass1_vias": 239,
  "relSlewSlack": 0.963,
  "yosysUniqueCellTypes": 2,
  "viasPerCell": 2.43,
  "syn_area_um2": 161,
  "cp.required_ns": 0.80,
  "ys_area_um2": 161,
  "hp-class": "in2out",
  "cp-start-kind": "input port",
  "avgRoutedWirePerCell_um": 10.8,
  "hold_viol": 0,
  "hold-path-endpoint": "out1[5]",
  "slew_viol_final": 0,
  "wirelength_um": 980,
  "drive_gt1_frac": 0.556,
  "p_per_area_nw_per_um2": 371,
  "dr_total_vias": 221,
  "regArea_um2": 0,
  "tightest_slew_ns": 0.0562,
  "critPathKind": "in2out",
  "io_buffers": 31,
  "end_kind": "primary output",
  "initial_core_util": 0.0473,
  "overflow": 0,
  "setup_tns_ns": -0.698,
  "cap_violations": 0,
  "n_clock_buffer": 0,
  "most_common_cell": "mux2_4",
  "area_growth_pct": 253,
  "cts_hold_buffers": 0,
  "status": "finished with violations",
  "top_area_frac": 0.930,
  "die_x_um": 80,
  "cp_max_fo": 4,
  "fin_ws_ns": -0.145,
  "diodes": 0,
  "gp_congestion": 0.665,
  "rsz0062_at_grt": "yes",
  "finalCritPeriodShare": 1.15,
  "ys_cells": 11,
  "row_count": 21,
  "setup-violations-final": 10,
  "yosysWarnings": 0,
  "detail-route-antenna-nets": 0,
  "core_area_um2": 3420,
  "grt_pass1_wl_mm": 1.37,
  "io_pins": 31,
  "place_area_um2": 538,
  "detail_route.first_pass.iterations": 2,
  "top_cells_by_count": "mux2_4 (10), buf_6 (1)",
  "warning_count": 34,
  "grt_max_degree": 6,
  "area_leaders": "mux2_4 (93%), buf_6 (7.0%)",
  "drt_iter0_markers": 1,
  "antenna_found_initial": 0,
  "syn_inst": 11,
  "dieArea_um2": 6400,
  "postSynthSeqShare": 0,
  "whs_path_depth": 3,
  "fin_crit_ns": 1.15,
  "max_freq_ghz": 0.873,
  "yosysTopAreaCell": "mux2_4",
  "violations": "setup timing",
  "p_leak_uw": 0.000286,
  "fin_area_um2": 571,
  "drc": 0,
  "ir_worst_vdd_v": 0.000133,
  "arrival_ns": 0.95,
  "grt_use_total": 0.0277,
  "min_from": "b[5]",
  "synth_area_per_cell_um2": 14.7,
  "die_h_um": 80
}
metrics by stage:
stage	hold slack, ns	cells	utilization	setup WS, ns	power, µW
final	0.794	91	0.167	-0.145	212
after global routing	0.813	91	0.167	-0.170	230
after CTS	0.797	91	0.167	-0.152	219
after detailed placement	1.43	88	0.158	-0.830	218
after global placement	1.44	88	0.158	-0.825	217
after floorplan	0.502	11	-	0.172	59.8
per-layer routing:
layer  vias up  part of all wire  global-route usage
met2        21              0.39              0.0393
met1        90              0.48              0.0396
met3         0              0.13              0.0125
met4         0                 0                   0
met5         -                 0                   0
li1        110                 -                   -
report_power, final:
group / switching [µW] / total (µW) / internal, µW
clock: 0 / 0 / 0
combinational: 47.0 / 212 / 165
sequential: 0 / 0 / 0
total: 47.0 / 212 / 165
worst max path at each step:
stage	start	endpoint	depth (start not counted)
4_1_cts	sel	out1[7]	5
5_1_grt	sel	out1[7]	5
6_report	sel	out1[7]	5
repair_timing:
| item | 4_1_cts | 5_1_grt |
|---|---|---|
| setup endpoints to repair | 10 | 10 |
| gates resized | 69 | 0 |
| cloned | 1 | 0 |
| setup buffers | 2 | 0 |
final cells by class:
cell class         count  area [µm²]
fillers              384        2850
repair buffers        35         363
multi-input cells     10         150
well taps             46        57.6
cell usage in the layout, fill, tap and decap left out, drive strengths merged:
cell type / Yosys / routed
mux2: 10 / 10
buf: 1 / 15
dlygate4sd2: 0 / 20
cell families after synthesis:
group    count (synthesis)  synth area share
mux                     10             0.930
buf+inv                  1            0.0698
critical path, stage by stage:
cell	delay, ns
buf_8	0.11
buf_16	0.13
buf_6	0.11
mux2_4	0.29
buf_6	0.11
Power figures rest on the tool's default switching activity, not on a simulated workload.
